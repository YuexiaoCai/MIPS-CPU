File: /design/flow/run.sh
#!/bin/bash
# OpenROAD 26Q1-2900-gdf79404cd8, Yosys 0.63+post, stock flow scripts
make -C /OpenROAD-flow-scripts/flow DESIGN_CONFIG=/design/flow/config.mk WORK_HOME=/design/flow/orfs finish
File: /design/flow/config.mk
export PLATFORM = sky130hd
export DESIGN_NAME = MEM_exp_detect
export DESIGN_NICKNAME = MEM_exp_detect
export VERILOG_FILES = /design/flow/design.v
export SDC_FILE = /design/flow/constraint.sdc
export NUM_CORES = 4
export LEC_CHECK = 1
export CORE_AREA = 10 10 183 183
export DIE_AREA = 0 0 193 193
File: /design/flow/constraint.sdc
current_design MEM_exp_detect

set clk_period 24.3
set clk_io_pct 0.2

create_clock -name clk0 -period $clk_period

set non_clock_inputs [all_inputs -no_clocks]
set_input_delay [expr $clk_period * $clk_io_pct] -clock clk0 $non_clock_inputs
set_output_delay [expr $clk_period * $clk_io_pct] -clock clk0 [all_outputs]
File: /design/flow/design.v
`timescale 1ns / 1ps
module MEM_exp_detect(
            input [31:0] pc,dm_add,
            input [31:0] in_epc,
            input [31:0] in_badvaddr,
            input [31:0] in_status,
            input [31:0] in_cause,
            input [36:0] in_temp,
            input [8:0] in_except,
            input bds,
            output reg is_exp,
            output reg expwrite,
            output reg [31:0] out_epc,
            output reg [31:0] out_badvaddr,
            output reg [31:0] out_status,
            output reg [31:0] out_cause 
    );
            wire status_exl = in_status[1];
            wire status_ie = in_status[0];
            wire status_im1 = in_status[9];
            wire status_im0 = in_status[8];
            wire cause_ip1 = in_cause[9];
            wire cause_ip0 = in_cause[8];
            wire [31:0] realepc;
            assign realepc = (bds == 1'b1)  ?   pc-8    :   pc-4;    
            always@(*)
            begin
                    if(status_exl == 1'b0 && status_ie == 1'b1 &&cause_ip1 == 1'b1 &&status_im1 == 1'b1 && pc!=32'b0)
                    begin
                            is_exp = 1'b1;
                            expwrite = 1'b1;
                            out_epc = pc-4;
                            out_badvaddr = in_badvaddr;
                            out_status = {in_status[31:2],1'b1,in_status[0]};
                            out_cause = {1'b0,in_cause[30:7],5'b00000,in_cause[1:0]};
                    end
                    else if(status_exl == 1'b0 && status_ie == 1'b1 &&cause_ip0 == 1'b1 &&status_im0 == 1'b1 && pc!=32'b0)
                    begin
                            is_exp = 1'b1;
                            expwrite = 1'b1;
                            out_epc = pc-4;
                            out_badvaddr = in_badvaddr;
                            out_status = {in_status[31:2],1'b1,in_status[0]};
                            out_cause = {1'b0,in_cause[30:7],5'b00000,in_cause[1:0]};
                    end
                    else if(status_exl == 1'b0 && in_except[7] == 1'b1)    
                    begin
                            is_exp = 1'b1;
                            expwrite = 1'b1;
                            if(bds == 1'b1)
                                    out_epc = pc-8;
                            else
                                    out_epc = pc-4;
                            out_badvaddr = pc-4;
                            out_status = {in_status[31:2],1'b1,in_status[0]};
                            out_cause = {bds,in_cause[30:7],5'b00100,in_cause[1:0]};
                    end
                    else if(status_exl == 1'b0 && in_except[6] == 1'b1)   
                    begin
                            is_exp = 1'b1;
                            expwrite = 1'b1;
                            if(bds == 1'b1)
                                    out_epc = pc-8;
                            else
                                    out_epc = pc-4;
                            out_badvaddr = in_badvaddr;
                            out_status = {in_status[31:2],1'b1,in_status[0]};
                            out_cause = {bds,in_cause[30:7],5'b01010,in_cause[1:0]};
                    end
                    else if(status_exl == 1'b0 && in_except[5] == 1'b1)   
                    begin
                            is_exp = 1'b1;
                            expwrite = 1'b1;
                            if(bds == 1'b1)
                                    out_epc = pc-8;
                            else
                                    out_epc = pc-4;
                            out_badvaddr = in_badvaddr;
                            out_status = {in_status[31:2],1'b1,in_status[0]};
                            out_cause = {bds,in_cause[30:7],5'b01100,in_cause[1:0]};
                    end
                    else if(status_exl == 1'b0 && in_except[3] == 1'b1 ) 
                    begin
                            is_exp = 1'b1;
                            expwrite = 1'b1;
                            if(bds == 1'b1)
                                    out_epc = pc-8;
                            else
                                    out_epc = pc-4;
                            out_badvaddr = in_badvaddr;
                            out_status = {in_status[31:2],1'b1,in_status[0]};
                            out_cause = {bds,in_cause[30:7],5'b01000,in_cause[1:0]};
                    end
                    else if(status_exl == 1'b0 && in_except[8] == 1'b1) 
                    begin
                            is_exp = 1'b1;
                            expwrite = 1'b1;
                            if(bds == 1'b1)
                                    out_epc = pc-8;
                            else
                                    out_epc = pc-4;
                            out_badvaddr = in_badvaddr;
                            out_status = {in_status[31:2],1'b1,in_status[0]};
                            out_cause = {bds,in_cause[30:7],5'b01001,in_cause[1:0]};
                    end
                    else if(status_exl == 1'b0 && in_except[2] == 1'b1) 
                    begin
                            is_exp = 1'b1;
                            expwrite = 1'b1;
                            if(bds == 1'b1)
                                    out_epc = pc-8;
                            else
                                    out_epc = pc-4;
                            out_badvaddr = dm_add;
                            out_status = {in_status[31:2],1'b1,in_status[0]};
                            out_cause = {bds,in_cause[30:7],5'b00100,in_cause[1:0]};
                    end
                    else if(status_exl == 1'b0 && in_except[1] == 1'b1) 
                    begin
                            is_exp = 1'b1;
                            expwrite = 1'b1;
                            if(bds == 1'b1)
                                    out_epc = pc-8;
                            else
                                    out_epc = pc-4;
                            out_badvaddr = dm_add;
                            out_status = {in_status[31:2],1'b1,in_status[0]};
                            out_cause = {bds,in_cause[30:7],5'b00101,in_cause[1:0]};
                    end
                    else if(in_except[0] == 1'b1) 
                    begin
                            is_exp = 1'b1;
                            expwrite = 1'b1;
                            out_epc = in_epc;
                            out_badvaddr = in_badvaddr;
                            out_status = {in_status[31:2],1'b0,in_status[0]};
                            out_cause = in_cause;
                    end
                    else
                    begin
                            is_exp = 1'b0;
                            expwrite = 1'b0;
                    end
            end
endmodule
==> git commit body <==
Add synthesis and place-and-route results

* Share of final-layout standard cells stronger than drive strength 1: under 10%
- Proportion of power drawn by the clock network: 0%
- Max Fanout on Critical Path: 17
* Non-filler cells in the finished layout: around 1300
- Count of distinct cell types in the synthesized netlist: 63
- Max IR drop VDD: 5.271 uV
* Main flop type after synthesis: sky130_fd_sc_hd__dlxtn_1
- The first global-routing pass estimated 36510 um of wire.
- DRT iter0 DRCs: 205
- The number of antenna violations at the first check in global routing came to 11.
- Synthesis produced a netlist whose cell count is 563.
- Per the detail_route report, vias per standard cell equal 4.308.
- DIE AREA: 37250 um^2
- Nets still carrying antenna violations after routing amount to 0.
- Maximum number of pins on one net before global-route repair: slightly above 90
- Before antenna repair, the detailed router went through 4 iterations.
* Number of enable-type register cells in the synthesized netlist: 0
- Crit path largest cell delay: 570 ps
- STA classifies the critical path endpoint as an output port.
- Post-CTS setup-driven buffer insertion count: 0
- Post-CTS repair changed the size of 0 cells.
- The worst path meets setup with 11040 ps of slack.
- The largest individual stage delay along the critical path comes from the cell sky130_fd_sc_hd__clkdlybuf4s50_1.
- Data arrival at the endpoint of the critical path: 8400 ps
- Detailed routing inserted a total of ~5500 vias.
* Max capacitance violation total: 0
* Result of the run: finished clean
- Routability congestion estimate from global placement: just under 0.9
- Placement Setup Slack: 11000 ps
* Number of hold-repair buffers added at the cts stage: 0
- Fp util: between 15 and 20%
- Int Pwr: 0.00006523 W
* Ratio of final minimum period to clock period: 54.57%
* Global-route usage over all layers: 13.40%
- After synthesis, the share of flip-flops with an asynchronous set or reset is 0%.
- Die Span Y: 193 um
- Leakage: between 3 and 4 nW
* Final hold vios: 0
- The number of global-route vias before repair came to 5528.
- Setup repair after global routing left no endpoint under its margin.
- STA classifies the critical path startpoint as an input pin.
* Area growth from synthesis to layout: 79.91%
* Synth Cell Area: 4647 um^2
- Endpoints with negative setup slack in the final report add up to 0.
- The transition time recorded at the tightest slew-check pin is 917.4 ps.
- Number of placed instances, taps included: 1260
* OpenROAD warnings: 72
- Headroom to the max-slew limit came out at 38.29%.
- Post-synthesis chip area from yosys: 4647 um^2
- Total cells reported by yosys after synthesis: 563
- Top logic cell by instance count in the layout: sky130_fd_sc_hd__clkdlybuf4s50_1
- Fraction of power spent switching nets: 37.74%
- Placeable core area: 29560 um^2
- TNS Setup: 0 ps
* Path category of the worst min-delay check: in -> out
- Global routing finished with a remaining overflow of 0.
- Per the cell usage report, the commonest logic cells after layout are 331 x sky130_fd_sc_hd__clkdlybuf4s50_1, 128 x sky130_fd_sc_hd__dlxtn_1, 69 x sky130_fd_sc_hd__nor2_1, 42 x sky130_fd_sc_hd__nand2_1, 35 x sky130_fd_sc_hd__nor3_1.
- Endpoints left unconstrained: 256
- Final Max-Slew Violation Tally: 0
- Wire length after detailed routing: 26850 um
- The script logs the mean routed wire length per placed instance as 21.21 um.
- The timer found between 100 and 150 register pins that no clock reaches; their paths are not timed.
* CP Data Required Time: a little under 20000 ps
- Flip-flop and latch count after synthesis: 128
* Cell Rows: approximately 63
- A synthesized cell averages 8.254 um^2.
* Tally of buffers added on design ports: 331
- For this design the ratio of total power to cell area is around 13 nW/um^2.
- Once detailed placement completed, the half-perimeter wirelength came to 22870 um.
* Min Tclk post-route: ~13000 ps
- Combinational group share of total power: 84.3%
* Remaining routing DRC violations: 0
* Yosys warnings: 1
* Net load switching power: slightly below 0.00004 W
- The signal on the critical path passes through clkdlybuf4s50_1 -> inv_1 -> ha_1 -> nor4b_1 -> and3_1 -> nand4b_4 -> a21oi_2 -> inv_2 -> nor2_4 -> inv_1 -> clkdlybuf4s50_1.
- Sequential power share: 15.7%
- Top-Level Pins: roughly 370
- The flow reports an fmax of between 0.07 and 0.08 GHz.
- The setup path with the least slack is of type in -> out.
- Die X: 193 um
[sequential cells by signal (all words and copies together), names as in the netlist]
signal and flops:
out_cause 32, out_badvaddr 32, out_epc 32, out_status 32
[cell usage after synthesis (all sizes together), types with 3 or more instances]
cell type / count / area (um^2)
nor3: 35 / 175.2
nor4: 14 / 108.9
xor2: 27 / 236.5
o22ai: 24 / 150.1
nand4: 8 / 50.05
nand2: 42 / 157.7
and3: 5 / 31.28
inv: 8 / 30.03
o21ai: 19 / 98.85
nand4b: 3 / 41.29
clkbuf: 18 / 67.56
a21oi: 30 / 153.9
ha: 4 / 50.05
buf: 16 / 121.4
xnor2: 23 / 201.4
a221oi: 11 / 138.9
o221a: 10 / 112.6
a22oi: 11 / 82.58
dlxtn: 128 / 1920
a211o: 3 / 26.28
nor2: 71 / 269.0
nand3b: 3 / 22.52
nand3: 9 / 45.04
or3: 4 / 25.02
a21o: 3 / 22.52
o2bb2ai: 3 / 26.28
nor4b: 4 / 56.30
[worst max-delay path: cells and delay by family]
kind | cells | cell delay [ps]
compound gates | 1 | 530
buf+inv | 5 | 1660
fa+ha+maj | 1 | 160
simple gates | 4 | 1190
[layout make-up]
type                       instances  area, um^2
antenna                            6       15.01
fill                            3175       21200
tap                              390       488.0
sequential                       128        1922
timing repair buffer             341        3388
inverter                           8       30.03
multi-input combinational        393        2517
[metrics by stage]
| stage | instance area (um^2) | hold slack [ps] | util, % | total power [W] |
|---|---|---|---|---|
| 2_1_floorplan | 4647 | 10620 | - | 0.00004988 |
| 3_3_place_gp | 8346 | 10790 | 28.23 | 0.0001054 |
| 3_5_place_dp | 8346 | 10790 | 28.23 | 0.0001058 |
| 4_1_cts | 8346 | 10800 | 28.23 | 0.0001063 |
| 5_1_grt | 8351 | 10830 | 28.25 | 0.0001129 |
| 6_report | 8361 | 10790 | 28.28 | 0.0001048 |
[cell families after synthesis]
logic type      after synthesis  synth area share [%]
fa+ha+maj                     4                 1.077
latches                     128                 41.32
xor+xnor                     50                 9.424
buf+inv                      42                 4.711
compound gates              126                 19.63
simple gates                211                 23.34
mux                           2                0.4577
[per-layer routing]
metal	part of all wire [%]	wire [um]	vias up	global-route usage, %
li1	-	-	2653	-
met1	39	10450	2529	16.13
met2	50	13330	231	24.02
met3	9.7	2604	29	3.803
met4	1.4	386	12	1.450
met5	0.31	82	-	0
[power groups by stage]
stage	clock [W]	sequential [W]	combinational, W
6_report	0.0000000000331	0.0000165	0.0000883
4_1_cts	0	0.0000165	0.0000898
5_1_grt	0.0000000000110	0.0000169	0.0000960
[final timing paths]
check / end / startpoint / cells after the start / slack (ps)
worst max-delay path: expwrite / pc[2] / 11 / 11040
worst min-delay path: is_exp / in_except[0] / 4 / 10790
No activity file was given, so power comes from the tool's default toggle rates.
