==> ./design.v <==
`timescale 1ns / 1ps
module CP0(
            input clk,reset,
            input write,expwrite,
            input [31:0] din,
            input [4:0] rd,
            input [31:0] in_epc,
            input [31:0] in_badvaddr,
            input [31:0] in_status,
            input [31:0] in_cause,
            output reg [31:0] dout,
            output [31:0] out_epc,
            output [31:0] out_badvaddr,
            output [31:0] out_status,
            output [31:0] out_cause,
            output [36:0] out_temp
    );      
            reg delay;
            reg [31:0] CP0_BadVAddr;
            reg [31:0] CP0_Count;
            reg [31:0] CP0_Status;
            reg [31:0] CP0_Cause;
            reg [31:0] CP0_EPC;
            reg [36:0] CP0_temp;
            always @(posedge clk)
            begin
                    delay <= reset;
            end
            always@(posedge clk)
            begin
                    if( reset ==1'b0)
                    begin
                            CP0_BadVAddr=32'b0;
                            CP0_Count=32'b0;
                            CP0_Status={{9'b0},1'b1,{22'b0}};
                            CP0_Cause=32'b0;
                            CP0_EPC=32'b0;
                            CP0_temp = 32'b0;
                    end
                    else if(write == 1'b1)
                    begin
                            case(rd)
                                5'd8    :   CP0_BadVAddr <= din;
                                5'd9    :   CP0_Count <= din;
                                5'd12   :   CP0_Status <= din;
                                5'd13   :   CP0_Cause <= din;
                                5'd14   :   CP0_EPC <= din;
                            endcase
                    end
                    else if(expwrite == 1'b1)
                    begin
                            CP0_BadVAddr <= in_badvaddr;
                            CP0_Status <= in_status;
                            CP0_Cause <= in_cause;
                            CP0_EPC <= in_epc;
                            CP0_temp <= {in_epc,in_cause[6:2]};
                    end
            end
            always@(*)
            begin
                    case (rd)
                            5'd8    :   dout = CP0_BadVAddr;
                            5'd9    :   dout = CP0_Count;
                            5'd12   :   dout = CP0_Status;
                            5'd13   :   dout = CP0_Cause;
                            5'd14   :   dout = CP0_EPC;
                    endcase
            end
            assign out_epc = CP0_EPC;
            assign out_badvaddr = CP0_BadVAddr;
            assign out_status = CP0_Status;
            assign out_cause = CP0_Cause;
            assign out_temp = CP0_temp;
endmodule
==> ./run.sh <==
#!/bin/bash
# OpenROAD 26Q1-2900-gdf79404cd8, Yosys 0.63+post, stock flow scripts
make -C /OpenROAD-flow-scripts/flow DESIGN_CONFIG=/design/flow/config.mk WORK_HOME=/design/flow/orfs finish
==> ./config.mk <==
export PLATFORM = sky130hd
export DESIGN_NAME = CP0
export DESIGN_NICKNAME = CP0
export VERILOG_FILES = /design/flow/design.v
export SDC_FILE = /design/flow/constraint.sdc
export NUM_CORES = 4
export LEC_CHECK = 1
export CORE_UTILIZATION = 40
==> ./constraint.sdc <==
current_design CP0

set clk_period 7.5
set clk_io_pct 0.2

create_clock -name clk0 -period $clk_period [get_ports {clk}]

set non_clock_inputs [all_inputs -no_clocks]
set_input_delay [expr $clk_period * $clk_io_pct] -clock clk0 $non_clock_inputs
set_output_delay [expr $clk_period * $clk_io_pct] -clock clk0 [all_outputs]
==> Slide: Implementation Results <==
Run Summary

Die
  – Core area: about 26000 µm²
  – Fp util: roughly two fifths
  – Die width: roughly 170 µm
  – Io pins: roughly 370
  – DIE HEIGHT: 166 µm
  – Row count: ~59
  – Chip area: 27700 µm²

Yosys
  – Async S/R FF share, synth: 0%
  – Yosys Warn Count: 1
  – Cell count after synthesis: around 1200
  – Synth flops: about 230
  – Mapped Area: 10800 µm²
  – Post-synth EDFFs: 0
  – Yosys stat chip area: between 10000 and 15000 µm²
  – Distinct lib cells: 29
  – Syn Area/Cell: 8.92 µm²
  – Number of cells in Yosys stat: between 1000 and 1500
  – Ys flop type: dfxtp_1

CTS
  – Clock root cell: clkbuf_16
  – Cts hold-fix bufs: 0
  – Clock latency on the worst-skew pair: 0.44 ns
  – CTS buffer count: 17
  – CTS resizes: 0
  – Buffer count from post-CTS setup fixing: 0
  – Max Root-Sink Buffers: 2
  – H-tree depth: 4
  – Clock Pin Slew Worst Setup and Hold Paths: about 0.080 ns
  – CTS tree: done

Routing
  – Remaining DRCs: 0
  – Metal-1 WL: ~19000 µm
  – Average wire per standard cell: about 24 µm
  – Total number of vias: 10766
  – Max Used Layer: met4
  – Iteration-0 DRC Markers: between 1000 and 1500
  – Total wire length: around 44000 µm
  – Drt first pass iters: 27
  – Final ANT Viol Nets: 0
  – ANT cells: 0
  – DR WL met3: between 3000 and 4000 µm
  – Drt via density: around 5.9
  – Met2 wire len: 20000 µm

Timing
  – Crit path time final: 3.82 ns
  – Setup Viol. Count Final: 0
  – Worst slew margin: between 40% and 50%
  – Max Clock Skew: 0 ns
  – Total negative slack: 0 ns
  – Worst slew pin tran: between 0.8 and 0.9 ns
  – Slew Viols, Final: 0
  – Crit share post-route: ~51%
  – Peak Freq: around 0.26 GHz
  – Unrepaired setup endpoints after global routing: false
  – Final Hold Fails: 0
  – Final worst slack: approximately 3.7 ns
  – Register pins left without a clock: 32
  – Endpoints left unconstrained: approximately 64

Global routing
  – GRT overflow: 0
  – Global-route wire length before repair: about 67000 µm
  – Overall fraction of global-route tracks in use: between 30% and 40%
  – Initial antenna violation count: 1
  – Vias in the first global route: 10781
  – Largest net degree at the start of global routing: about 100

Setup path
  – Arrival @ worst endpoint: 4.11 ns
  – Worst R2R Setup Slack: ~6.6 ns
  – CP delay by family, top: buffers and inverters
  – Element type at the critical path end: flip-flop
  – CP startpoint kind: primary input
  – Worst endpoint required time: 7.79 ns
  – Critical-path cell list: clkdlybuf4s50_1 > nand4bb_4 > o21ai_4 > buf_4 > a211oi_1
  – CP peak stage delay: between 0.7 and 0.8 ns
  – Critical setup path kind: in -> reg
  – Crit-path max FO: 34
  – CP bufs+invs: 2
  – Crit path max-delay cell type: nand4bb_4

Place
  – GPL Wtd Cong: 0.858
  – IO Port Bufs: ~370
  – Estimated wirelength of the detail-placed design: around 28000 µm
  – Pre-CTS setup slack: 3.23 ns

Run status
  – Status: completed

Power
  – Sw Share: 28.8%
  – Leak: roughly 5.4 nW
  – Power per Cell Area: 180 nW/µm²
  – Net Switching: approximately 0.8 mW
  – Internal cell power: 1.93 mW
  – Clock network fraction of total power: a little over a third
  – Share of power burned in registers: 43.6%
  – Tot Pwr: between 2 and 3 mW
  – Power share of the combinational group: between 20 and 25%
  – Max IR drop VDD: roughly 0.12 mV

Cells and area
  – Area grow syn2layout: 39.5%
  – Fill cells: ~2300
  – Proportion of layout cells with a drive suffix above 1: between 5 and 6%
  – Register area: about 4400 µm²
  – Post-layout util: approximately 57%
  – Combinational gate area: 5810 µm²

Run
  – Tool warnings: 25
  – Max-cap viol count: 0

Worst hold path
  – Hold Crit Class: reg -> reg
layout make-up:
| type | count | area share, % |
|---|---|---|
| Multi-Input combinational cell | 837 | 38.6 |
| Inverter | 1 | 0.0581 |
| Clock inverter | 13 | 0.913 |
| Timing Repair Buffer | 387 | 25.4 |
| Tap cell | 335 | 2.78 |
| Sequential cell | 229 | 29.3 |
| Clock buffer | 19 | 3.00 |
path summary, 6_finish.rpt:
check                                     from              to  depth (start not counted)
worst max-delay path                     rd[4]  CP0_Status[19]                          5
worst min-delay path               CP0_temp[2]     CP0_temp[2]                          2
worst max register to register  CP0_Status[22]  CP0_Status[22]                          2
worst min register to register     CP0_temp[2]     CP0_temp[2]                          2
logic make-up (layout without fill, tap and decap cells):
family / count (synthesis) / after routing / synth area share [%]
mux: 160 / 160 / 14.8
flops: 197 / 197 / 36.5
compound gates: 458 / 458 / 28.7
buf+inv: 146 / 420 / 6.19
simple gates: 219 / 219 / 9.34
latches: 32 / 32 / 4.45
stage by stage:
step                area (µm²)  instances  hold WS [ns]
global route             15100       1821         0.474
floorplan                10800       1212         0.422
detailed placement       14500       1789         0.448
CTS                      15100       1821         0.457
global placement         14500       1789         0.442
finish                   15100       1821         0.455
sequential cells by signal, summed over array words and instances (netlist names):
name,count
CP0_Status,32
dout,32
CP0_temp,37
CP0_EPC,32
CP0_BadVAddr,32
CP0_Count,32
CP0_Cause,32
tightest hold or removal path, cell delays in order (launching register included):
cell and delay (ns):
dfxtp_1 0.31, nand2_1 0.05, a21oi_1 0.05
layer usage:
layer,vias to the layer above,GRT usage [%]
met5,-,0
met4,0,7.89
met3,58,7.11
met2,503,49.4
met1,5137,46.9
li1,5068,-
Yosys cell counts (2+ instances only):
master	instances	area, µm²
nand3_1	32	160
buf_2	70	350
dfxtp_1	197	3940
nor2_1	32	120
o21ai_0	64	320
a211oi_1	254	1910
o21ai_1	2	10.0
nor2b_1	3	18.8
nand2_1	109	409
buf_1	7	26.3
o32a_1	32	320
mux2i_1	160	1600
nand2b_1	36	225
and3b_1	2	17.5
clkbuf_1	59	221
dlxtn_1	32	480
a21oi_1	101	505
buf_4	9	67.6
layout by cell type (no fill, tap or decap), types with 35 or more instances in the layout:
| cell | count |
|---|---|
| a211oi_1 | 254 |
| a21oi_1 | 101 |
| clkdlybuf4s50_1 | 361 |
| dfxtp_1 | 197 |
| mux2i_1 | 160 |
| nand2_1 | 107 |
| nand2b_1 | 35 |
| o21ai_0 | 64 |
power by group through the flow:
stage / clock [mW] / sequential, mW / combinational (mW)
after CTS: 0.961 / 1.18 / 0.586
after global routing: 1.00 / 1.19 / 0.625
final: 0.946 / 1.18 / 0.585
No activity file was given, so power comes from the tool's default toggle rates.
