### flow/run.sh
#!/bin/bash
# OpenROAD 26Q1-2900-gdf79404cd8, Yosys 0.63+post, stock flow scripts
make -C /OpenROAD-flow-scripts/flow DESIGN_CONFIG=/design/flow/config.mk WORK_HOME=/design/flow/orfs finish
### flow/config.mk
export PLATFORM = sky130hd
export DESIGN_NAME = ALU_57
export DESIGN_NICKNAME = ALU_57
export VERILOG_FILES = /design/flow/design.v
export SDC_FILE = /design/flow/constraint.sdc
export NUM_CORES = 4
export LEC_CHECK = 1
export CORE_UTILIZATION = 50
### flow/constraint.sdc
current_design ALU_57

set clk_period 21.3
set clk_io_pct 0.2

create_clock -name clk0 -period $clk_period

set non_clock_inputs [all_inputs -no_clocks]
set_input_delay [expr $clk_period * $clk_io_pct] -clock clk0 $non_clock_inputs
set_output_delay [expr $clk_period * $clk_io_pct] -clock clk0 [all_outputs]
### flow/design.v
`timescale 1ns / 1ps
module ALU_57(
    input [31:0] ind1, ind2,
    input [4:0] aluctr,
    output [31:0] alure,
    output ov_ex
    );
    wire signed [31:0] d1_s = ind1;
    wire signed [31:0] d2_s = ind2;
    wire [32:0] add_re = d1_s+d2_s;
    wire [32:0] sub_re = d1_s-d2_s;
    wire [31:0] da1 = d2_s >>> {27'b0,ind1[4:0]};
    wire [31:0] da2 = d2_s >>> {27'b0,ind1[10:6]};
    assign alure = (aluctr==5'b00100) ? d1_s < d2_s :
                    (aluctr==5'b00101) ? ind1 < ind2 :
                    (aluctr==5'b01010) ? ind1&ind2 :
                    (aluctr==5'b01011) ? {{ind2[15:0]}, {16{1'b0}}} :
                    (aluctr==5'b01100) ? ~(ind1|ind2) :
                    (aluctr==5'b01101) ? ind1|ind2 :
                    (aluctr==5'b01110) ? ind1^ind2 :
                    (aluctr==5'b01111) ? ind2<<ind1[4:0] :   
                    (aluctr==5'b10000) ? ind2<<ind1[10:6] :
                    (aluctr==5'b00000 || aluctr==5'b00001) ? add_re[31:0] :
                    (aluctr==5'b00010 || aluctr==5'b00011) ? sub_re[31:0] :
                    (aluctr==5'b10001) ? da1 :
                    (aluctr==5'b10010) ?  da2 :
                    (aluctr==5'b10011) ? ind2>>ind1[4:0] :
                    (aluctr==5'b10100) ? ind2>>ind1[10:6] : 32'b0;
    assign ov_ex = ((aluctr==5'b00000) && add_re[32]!=add_re[31]) ? 1 :
                   ((aluctr==5'b00010) && sub_re[32]!=sub_re[31]) ? 1 : 0; 
endmodule
==> flow_summary_export.csv <==
group,metric,value,unit
power_and_ir_drop,p_sw_share,63.8,%
timing,final_max_slew_viol_count,0,
flow_run,cap_viol_max_count,0,
power_and_ir_drop,p_sw,0.242,mW
layout,n_sequential_cell,0,
run_status,status,"finished clean",
timing,achievable-frequency,0.0724,GHz
drt,vias,15900,
drt,wl_per_cell,31.0,um
logic_synthesis,ys_sh_aoi,37.1,%
layout,drive_above_1_share,8.24,%
drt,drc,0,
global_route,grt_remaining_overflow,0,
critical_path,path_cells,"clkdlybuf4s50_1, clkinv_1, ha_1, and2_1, nand2_1, or4_1, a21oi_1, o211ai_1, a31oi_1, a21oi_1, mux2i_1, or3_1, a31oi_1, clkdlybuf4s50_1",
placement,portBuffers,102,
logic_synthesis,yosysTopAreaCellShare,11.8,%
placement,post-dp-hpwl,51.3,mm
drt,drt_pass1_iterations,8,
clock_tree,hold_buffers,0,
power_and_ir_drop,p_leak,5.51,nW
flow_run,warnings,97,
timing,setup_tns,0,ns
drt,drt_iter0_markers,2294,
critical_path,slowest_stage,"clkdlybuf4s50_1",
critical_path,max_stage_delay,0.90,ns
layout,final_cell_mix,"188 x nand2_1, 182 x a21oi_1, 156 x nor2_1",
layout,seqCellArea,0,um2
critical_path,cp-end-kind,"output port",
layout,areaGrowthSynthToFinish,10.9,%
logic_synthesis,xor_share,2.72,%
worst_hold_path,hold_start,"aluctr[1]",
layout,finalInstanceArea,13200,um2
die,die-area,24400,um2
timing,period_minus_slack,13.82,ns
critical_path,start_kind,"input port",
logic_synthesis,yosysWarnings,0,
logic_synthesis,adder_share,10.4,%
global_route,antenna_found_initial,2,
critical_path,critPathMaxFanout,9,
power_and_ir_drop,totalPowerFinal,0.380,mW
die,ios,102,
logic_synthesis,ys_area,11900,um2
power_and_ir_drop,ir_worst_vdd,0.0000264,V
logic_synthesis,synth_cell_types,82,
die,die_w,156,um
drt,routed_wl,66.4,mm
layout,fin_util,56.4,%
die,core,23400,um2
worst_hold_path,min_path_type,"input port to output port",
critical_path,critical-path-top-delay-family,"buffers and inverters",
clock_tree,cts_setup_buffers,0,
logic_synthesis,ys_cells,1815,
layout,layout_top_cell,"nand2_1",
logic_synthesis,syn_inst,1815,
critical_path,crit_arrival,9.56,ns
timing,rsz0062_at_grt,"no",
timing,maxSlewHeadroom,28.9,%
timing,tightest_slew,1.04,ns
layout,clockBufferCount,0,
clock_tree,cts_resized,0,
global_route,first_global_vias,14300,
placement,pre_cts_slack,7.65,ns
logic_synthesis,ys_seq_share,0,%
die,rows,56,
timing,finalWorstSetupSlack,7.48,ns
global_route,grt_max_degree,60,
drt,via_per_inst,7.41,
worst_hold_path,min_to,"alure[1]",
global_route,grt_first_pass_wirelength,95.8,mm
critical_path,critPathKind,"input port to output port",
power_and_ir_drop,p_int,0.138,mW
drt,ant_nets,0,
global_route,grt_usage,55.2,%
placement,dpl_cell_area,13200,um2
logic_synthesis,mux_share,19.8,%
worst_hold_path,min_path_cells,5,
placement,globalplace.congestion,1.12,
die,dieHeight,156,um
critical_path,critPathRequiredTime,17.04,ns
logic_synthesis,top_logic_kind,"AND-OR/OR-AND gates",
logic_synthesis,synthSimpleGateAreaFrac,21.2,%
logic_synthesis,avgSynthCellArea,6.56,um2
logic_synthesis,synth_top_cell_by_area,"mux2i_1",
critical_path,worst-path-buf-inv,3,
die,initCoreUtil,50.9,%
timing,setup_viol,0,
timing,hold_violations,0,
timing,finalCritPeriodShare,64.9,%
power_and_ir_drop,power_density,28.8,nW/um2
logic_synthesis,area_leaders,"mux2i_1 12%, ha_1 10%, a21oi_1 7.8%",
logic_synthesis,synth_area,11900,um2
cell type report:
type | count | area (um2)
multi-input combinational | 1556 | 10900
fill | 2363 | 10200
timing repair buffer | 169 | 1510
tap | 319 | 399
inverter | 96 | 360
antenna | 1 | 2.50
logic make-up after synthesis:
group | after synthesis
adders and majority gates | 98
muxes | 193
buffers and inverters | 259
AOI/OAI and AO/OA | 678
and+or+nand+nor | 550
xor gates and xnor gates | 37
cell usage after synthesis (14+ instances only):
master / n
xnor2_1: 29
inv_1: 93
o22ai_1: 33
nor2_1: 156
mux4_2: 32
nand2b_1: 34
a21o_1: 27
nor3_1: 43
o211ai_1: 46
nand3_1: 45
a31oi_1: 26
a211oi_1: 48
clkbuf_1: 111
a221oi_1: 14
nand2_1: 188
ha_1: 96
buf_2: 33
or3_1: 15
a21oi_1: 185
mux2i_1: 140
mux2_2: 21
o21ai_0: 131
a22oi_1: 17
worst max-delay path by stage:
stage | start | to | slack, ns | cells after the start
finish | ind1[8] | alure[31] | 7.48 | 14
global route | ind1[0] | alure[30] | 7.16 | 16
CTS | ind1[0] | alure[30] | 7.60 | 16
metal layers:
metal / track usage, % / wire length [um]
met1: 71.0 / 24100
met2: 74.1 / 25300
met3: 23.3 / 10800
met4: 37.3 / 6190
met5: 3.11 / 117
per-stage QoR:
step | cells | hold slack (ns)
finish | 2141 | 9.49
global route | 2141 | 9.52
CTS | 2140 | 9.47
detailed placement | 2140 | 9.47
global placement | 2140 | 9.48
floorplan | 1815 | 8.79
